File: flow/config.mk
export PLATFORM = sky130hd
export DESIGN_NAME = top_module
export DESIGN_NICKNAME = top_module
export VERILOG_FILES = /design/flow/design.v
export SDC_FILE = /design/flow/constraint.sdc
export NUM_CORES = 4
export LEC_CHECK = 1
export CORE_AREA = 10 10 177 177
export DIE_AREA = 0 0 187 187
File: flow/constraint.sdc
current_design top_module

set clk_period 78.5
set clk_io_pct 0.2

create_clock -name clk0 -period $clk_period

set non_clock_inputs [all_inputs -no_clocks]
set_input_delay [expr $clk_period * $clk_io_pct] -clock clk0 $non_clock_inputs
set_output_delay [expr $clk_period * $clk_io_pct] -clock clk0 [all_outputs]
File: flow/design.v
module top_module( 
    input [99:0] a, b,
    input cin,
    output [99:0] cout,
    output [99:0] sum );
		always@(*)  begin
			int i;
			for(i=0; i<100; i=i+1)
				if(i==0)
					{cout[0], sum[0]} = a[0] + b[0] + cin;
				else
					{cout[i], sum[i]} = a[i] + b[i] + cout[i-1];
		end
endmodule
File: flow/run.sh
#!/bin/bash
# OpenROAD 26Q1-2900-gdf79404cd8, Yosys 0.63+post, stock flow scripts
make -C /OpenROAD-flow-scripts/flow DESIGN_CONFIG=/design/flow/config.mk WORK_HOME=/design/flow/orfs finish
==> impl_metrics.csv <==
group,metric,value,unit
outcome,status,"completed",
drt,drt_iter0_drc,32,
floorplanning,chipWidth,187,um
job,warnings,32,
drt,ant_nets,0,
setup_path,crit_fanout,2,
pwr,p_leak,0.00235,uW
sta,finalClockPeriodUsage,96.2,%
pwr,power_switching,23.7,uW
cts,cts_setup_buffers,0,
synthesis,yosysChipArea,2040,um^2
drt,drc_errors,0,
place,dp_hpwl,25800,um
finish,drive_above_1_share,0,%
setup_path,cpPeakStageDelay,0.54,ns
sta,fmax,0.0132,GHz
finish,regArea,0,um^2
floorplanning,rows,61,
pwr,seq_power_share,0,%
floorplanning,ios,401,
grt,grt_first_pass_wirelength,34900,um
synthesis,yosysWarnings,1,
grt,grt_max_degree,3,
finish,area_growth,220,%
place,port_buffers,401,
setup_path,cp_slowest_cell,"fa_1",
synthesis,syn_inst,110,
floorplanning,initCoreUtil,7.38,%
synthesis,synthDistinctLibCells,2,
pwr,p_int,42.5,uW
setup_path,worstPathArrival,59.79,ns
grt,antenna_found_initial,14,
finish,fill_cells,2954,
setup_path,crit_top_cell,"fa_1",
hold_path,min_path_type,"in -> out",
pwr,sw_frac_of_total,35.8,%
setup_path,end_kind,"primary output",
place,globalplace.congestion,0.883,
sta,rsz0062_at_grt,"false",
finish,seq_cell_count,0,
drt,avgRoutedWirePerCell,29.8,um
sta,hold_violations,0,
floorplanning,die_y,187,um
sta,setup_viol,0,
sta,worst_slew_pin_slew,0.333,ns
pwr,peakVddDrop,0.00000368,V
drt,first_pass_iters,4,
sta,tns,0,ns
finish,fin_util,23.7,%
grt,grt_use_total,15.2,%
grt,grt_pass1_vias,3502,
setup_path,start_kind,"input pin",
drt,vias_per_cell,3.22,
drt,vias,2879,
pwr,p_comb_share,100.0,%
sta,slew_headroom,77.8,%
sta,period_minus_slack,75.49,ns
setup_path,setup.worst_path.class,"in -> out",
job,drv_cap,0,
grt,grt_overflow,0,
drt,drt-total-wl,26700,um
cts,post_cts_resized,0,
floorplanning,die-area,35000,um^2
sta,slew_viol_final,0,
synthesis,synth-seq-area-share,0,%
hold_path,hold_path_depth,5,
synthesis,postSynthAreaPerCell,18.5,um^2
pwr,clkPwrFrac,0,%
setup_path,worstPathRequired,62.80,ns
synthesis,netlist_area,2040,um^2
floorplanning,fp.coreArea,27600,um^2
pwr,power_density,10.1,nW/um^2
cts,ctsHoldBuffers,0,
finish,nClkBuffers,0,
synthesis,ys_cells,110,
-- power groups by stage --
stage / Sequential [uW] / Clock, uW / Combinational [uW]
final: 0 / 0.00000687 / 66.2
after global routing: 0 / 0 / 71.6
after CTS: 0 / 0 / 69.9
-- final cells by class --
class | count | area, um^2 | area share, %
multi-input cells | 100 | 2000 | 30.6
diodes | 4 | 10.0 | 0.153
repair buffers | 401 | 4010 | 61.4
inverters | 10 | 37.5 | 0.574
well taps | 378 | 473 | 7.24
-- metrics by stage --
stage / hold slack, ns / setup slack (ns) / total power, uW / instances / instance area, um^2
after CTS: 32.47 / 2.93 / 69.9 / 889 / 6530
after floorplan: 31.51 / 9.17 / 4.28 / 110 / 2040
after detailed placement: 32.48 / 3.04 / 69.0 / 889 / 6530
after global placement: 32.48 / 3.23 / 69.8 / 889 / 6530
after global routing: 32.51 / 1.75 / 71.6 / 889 / 6530
final: 32.48 / 3.01 / 66.2 / 893 / 6540
-- final timing paths --
kind | from | to | slack (ns)
setup / recovery | cin | sum[99] | 3.01
hold / removal | b[0] | sum[0] | 32.48
-- cells in the mapped netlist (all sizes together) --
cell | number | area (um^2)
fa | 100 | 2000
inv | 10 | 37.5
-- cells by family (layout without fill, tap and decap cells) --
group                    Yosys count  count (layout)  share of synthesized area, %
buffers and inverters             10             411                          1.84
adder cells (fa/ha/maj)          100             100                          98.2
other                              0               4                             0
-- worst max-delay path: cells and delay by family --
family	cells	cell delay (ns)
adder cells (fa/ha/maj)	100	42.86
buffers and inverters	6	1.18
-- cell usage in the layout, fill, tap and decap left out --
cell type	count
inv_1	10
clkdlybuf4s50_1	401
fa_1	100
diode_2	4
-- per-layer routing --
layer	global-route usage, %	up-vias	wire length (um)
met3	9.51	34	3770
met2	30.8	314	15400
li1	-	1140	-
met4	0.837	16	301
met1	12.2	1375	7080
met5	0	-	97
Power is estimated from default activity; no workload was simulated.
