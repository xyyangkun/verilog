[/design/flow/config.mk]
export PLATFORM = sky130hd
export DESIGN_NAME = uart_tx
export DESIGN_NICKNAME = uart_tx
export VERILOG_FILES = /design/flow/design.v
export SDC_FILE = /design/flow/constraint.sdc
export NUM_CORES = 4
export LEC_CHECK = 1
export CORE_AREA = 10 10 105 105
export DIE_AREA = 0 0 115 115
[/design/flow/constraint.sdc]
current_design uart_tx

set clk_period 1.9
set clk_io_pct 0.2

create_clock -name clk0 -period $clk_period [get_ports {sclk}]

set non_clock_inputs [all_inputs -no_clocks]
set_input_delay [expr $clk_period * $clk_io_pct] -clock clk0 $non_clock_inputs
set_output_delay [expr $clk_period * $clk_io_pct] -clock clk0 [all_outputs]
[/design/flow/design.v]
module uart_tx(
	input 			sclk		,
	input 			srst		,
	output 	reg		rs232_tx	,
	input reg[7:0]	tx_data		,
	input 			tx_trig		,
	output			tx_en
);
localparam			MAX_BAUD_COUNT = 28					;
localparam			BIT_FLAG_COUNT = MAX_BAUD_COUNT/2	;
localparam			MAX_BIT_COUNT = 8					;
reg[ 7:0]			tx_data_reg							;
reg[12:0]			baud_cnt							;
reg					tx_flag								;
reg					bit_flag							;
reg		[ 3:0]		bit_cnt								;
always @(posedge sclk or negedge srst )
begin
	if(srst == 1'b0)
		tx_data_reg <= 8'd0;
	else if(tx_trig == 1'b1)
		tx_data_reg <= tx_data;
end
always @(posedge sclk or negedge srst )
begin
	if(srst == 1'b0)
		baud_cnt <= 'd0;
	else if (baud_cnt == MAX_BAUD_COUNT)
		baud_cnt <= 'd0;
	else if (tx_flag == 1'b1)
		baud_cnt <= baud_cnt + 1;
end
always @(posedge sclk or negedge srst )
begin
	if(srst == 1'b0)
		bit_flag <= 1'b0;
	else if(baud_cnt == MAX_BAUD_COUNT)
		bit_flag <= 1'b1;
	else 
		bit_flag <= 1'b0;
end
always @(posedge sclk or negedge srst )
begin
	if(srst == 1'b0)
		bit_cnt <= 'd0;
	else if (baud_cnt == MAX_BAUD_COUNT && bit_cnt == 'd8)
		bit_cnt <= 0;
	else if(baud_cnt == MAX_BAUD_COUNT)
		bit_cnt <= bit_cnt + 1;
end
always @(posedge sclk or negedge srst )
begin
	if(srst == 1'b0)
		tx_flag <= 1'b0;
	else if (baud_cnt == MAX_BAUD_COUNT && bit_cnt == 'd8)
		tx_flag <= 1'b0;
	else if(tx_trig == 1'b1)
		tx_flag <= 1'b1;
end
always @(posedge sclk or negedge srst )
begin
	if(srst == 1'b0)
		rs232_tx <= 1'b1;
	else if (tx_trig == 1'b1)
		rs232_tx <= 1'b0;
	else if(bit_flag == 1'b1 && tx_flag == 1'b1)
		case(bit_cnt)
			0:	rs232_tx <= 1'b0;
			1:	rs232_tx <= tx_data_reg[0];
			2:	rs232_tx <= tx_data_reg[1];
			3:	rs232_tx <= tx_data_reg[2];
			4:	rs232_tx <= tx_data_reg[3];
			5:	rs232_tx <= tx_data_reg[4];
			6:	rs232_tx <= tx_data_reg[5];
			7:	rs232_tx <= tx_data_reg[6];
			8:	rs232_tx <= tx_data_reg[7];
			default:rs232_tx <= 1'b1;
		endcase
	else if (tx_flag == 1'b0)
		rs232_tx <= 1'b1;
end
assign tx_en =  tx_flag;
endmodule
[/design/flow/run.sh]
#!/bin/bash
# OpenROAD 26Q1-2900-gdf79404cd8, Yosys 0.63+post, stock flow scripts
make -C /OpenROAD-flow-scripts/flow DESIGN_CONFIG=/design/flow/config.mk WORK_HOME=/design/flow/orfs finish
==> tab_implementation.tex <==
% Synthesis and place-and-route results
\begin{tabular}{lr}
\hline
Metric & Value \\
\hline
\multicolumn{2}{l}{\textbf{Run status}} \\
Status & completed \\
\multicolumn{2}{l}{\textbf{Yosys}} \\
Synth async-reset ratio & $\sim$100\% \\
Leading area contributor after synthesis & dfrtp\_1 \\
Chip area line of the yosys report & $\sim$1300 sq um \\
Most used flip-flop cell & dfrtp\_1 \\
Top cells by area in the synthesized netlist & dfrtp\_1, mux2\_2, ha\_1, xor2\_1, nor2\_1 \\
Number of cells in the yosys synthesis report & between 100 and 150 \\
Flip-flop and latch count after synthesis & 28 \\
Yosys warning tally & 1 \\
Avg Inst Size Synth & around 11 sq um \\
Synthesized instance count & $\sim$120 \\
Sequential-to-total area share from yosys stat & between 50 and 60\% \\
Dominant cell area share & roughly half \\
Cell Type Count & 31 \\
Number of flops mapped to enable cells by yosys & 0 \\
Synthesized area & between 1000 and 1500 sq um \\
\multicolumn{2}{l}{\textbf{Power and ir drop}} \\
Power, Total & around 1.8 mW \\
Switching power as a share of total power & roughly 31\% \\
Maximum ir drop on the vdd rail & $\sim$330 uV \\
Switching power summed over all nets & between 0.5 and 0.6 mW \\
Combinational group share of total power & 28.4\% \\
Share of total power in the clock network & around a quarter \\
Static Leakage & 0.733 nW \\
Power density of the placed cells & 1070 nW/um\^{}2 \\
Register share of total power & between 40\% and 50\% \\
Int Power & roughly 1.3 mW \\
\multicolumn{2}{l}{\textbf{Global routing}} \\
Total grt overflow & 0 \\
Wire length of the first global-routing pass & 4500 um \\
GRT Total Usage & 4.11\% \\
Number of global-route vias before repair & 934 \\
Largest net degree at the start of global routing & 29 \\
Antenna violations before repair & 0 \\
\multicolumn{2}{l}{\textbf{Floorplan}} \\
Placement Rows & 34 \\
Chip Area & 13200 sq um \\
Die width & around 120 um \\
Starting density of the core & 15.3\% \\
Core Area & about 9000 sq um \\
Overall die height & between 100 and 150 um \\
\# IOs & 13 \\
\multicolumn{2}{l}{\textbf{Route}} \\
DRC Markers & 0 \\
Average detailed-routed wire length per instance & about 10 um \\
Detailed-route vias per instance & approximately 3.7 \\
Remaining antenna violation count after routing & 0 \\
Via Count & $\sim$900 \\
Drt first-iter violations & $\sim$72 \\
Number of search-and-repair iterations in the first detailed-routing pass & 3 \\
Number of antenna cells inserted & 0 \\
Detailed Route WL & 2560 um \\
\multicolumn{2}{l}{\textbf{Place}} \\
Number of buffer cells added on primary ports & 12 \\
Worst setup slack before clock tree synthesis & 102 ps \\
Estimated wirelength of the detail-placed design & about 1900 um \\
Global placer's final weighted congestion & around 0.83 \\
Number of placed instances with taps included & 240 \\
\multicolumn{2}{l}{\textbf{Worst setup path}} \\
Reg2Reg Launch Point & baud\_cnt[8] \\
Crit path max-delay cell type & or4b\_4 \\
Critical path startpoint & baud\_cnt[8] \\
CP Data Required Time & around 2100 ps \\
CP Max Fanout & 5 \\
Cell type group with the largest total delay on the critical path & simple AND/OR/NAND/NOR gates \\
Critical path start-end classification & reg -> reg \\
CP Cell Sequence & or4b\_4 -> nor3\_4 -> nand2\_1 -> mux2\_4 \\
Peak per-stage delay on the critical path & roughly 560 ps \\
Number of buffer and inverter instances along the worst setup path & 0 \\
Kind of launch point of the worst setup path & flop \\
WP data arrival & 1960 ps \\
CP endpoint kind & flop \\
\multicolumn{2}{l}{\textbf{Finish}} \\
Leading cell type in the layout, fill and taps excluded & dfrtp\_1 \\
Count of filler cells inserted in the layout & roughly 940 \\
Share of post-route cells with drive strength above 1 & between 10\% and 20\% \\
Count of non-filler cells in the finished layout & roughly 250 \\
Most frequent cells in the layout & dfrtp\_1, nor2\_1, clkdlybuf4s50\_1 \\
Flip-flop count of the largest register, all copies and words added & 13 \\
P\&R area growth vs syn & 27.6\% \\
Utilization after layout & just under 20\% \\
\multicolumn{2}{l}{\textbf{Timing}} \\
Final slew viol count & 0 \\
Cycle use final & between 90\% and 100\% \\
Relative slew slack & between 60\% and 70\% \\
Crit path setup slack, layout & 109 ps \\
Unrepaired setup endpoints after global routing & yes \\
Worst setup skew after layout & approximately 6.6 ps \\
Post-Route Hold Slack & about 470 ps \\
Finish-stage setup viols & 0 \\
Hold violation total from the final report & 0 \\
Pin slew with the least headroom to its limit & about 480 ps \\
Clock period minus worst slack & approximately 1800 ps \\
Achievable frequency & 558 MHz \\
\multicolumn{2}{l}{\textbf{Flow run}} \\
Count of warning messages emitted by the tools & 30 \\
Maximum capacitance violations & 0 \\
\multicolumn{2}{l}{\textbf{Clock network}} \\
CTS Buf Count & 3 \\
Number of buffers between clock root and the deepest sink & 2 \\
Clock latency of the later-clocked register in the worst-skew pair & $\sim$280 ps \\
Clock root cell & clkbuf\_8 \\
Clock Sink Count & 28 \\
TritonCTS clock tree & done \\
Number of hold buffers added after CTS & 0 \\
Clock transition time at the flip-flop clock pins of the worst setup and hold paths & 100 ps \\
H-Tree Level Count & 1 \\
\multicolumn{2}{l}{\textbf{Min path}} \\
Hold/Removal Path Class & in -> async \\
\hline
\end{tabular}
## routing by layer
layer  vias to the layer above  GRT usage [%]  part of all wire [%]
li1                        461              -                     -
met1                       443           5.46                    48
met2                        13           6.34                    45
met3                         0           1.74                   7.3
met4                         0          0.413                     0
met5                         -              0                     0
## stage by stage
step	TNS (ps)	instance area, sq um
after floorplan	0	1340
after global placement	0	1610
after detailed placement	0	1610
after CTS	0	1680
after global routing	-29.4	1710
final	0	1710
## cell families after synthesis
logic type,after synthesis,synth area share (%)
AOI/OAI and AO/OA,13,6.06
xor gates and xnor gates,12,7.83
adders and majority gates,6,5.59
buffers and inverters,8,2.42
DFF,28,52.3
muxes,11,9.13
and+or+nand+nor,42,16.7
## Yosys cell counts, drive strengths merged (2+ instances only)
cell type,count
xnor2,5
buf,2
o21ai,2
nand2,9
inv,4
or4,2
dfrtp,27
ha,6
a21oi,6
a22oi,3
nand4,2
nor2,13
mux2,10
xor2,7
nand3,7
clkbuf,2
nor3,3
## final cells by class
type	count	area, sq um	share of cell area, %
multi-input combinational	84	616	35.9
clock inverter	1	30.0	1.75
sequential	28	703	41.1
timing repair buffer	19	173	10.1
tap	108	135	7.89
inverter	4	15.0	0.877
clock buffer	3	41.3	2.41
## repair_timing
item / CTS / global route
gates resized: 0 / 3
setup buffers: 0 / 3
setup endpoints to repair: 0 / 3
## worst paths after layout
path	end	slack, ps	cells past startpoint
max	bit_cnt[2]	110	4
min	baud_cnt[0]	470	2
max reg2reg	bit_cnt[2]	110	4
min reg2reg	baud_cnt[12]	470	1
max in group asynchronous	rs232_tx	1110	2
min in group clk0	baud_cnt[12]	470	1
## power by group through the flow
| stage | Clock, mW | Sequential, mW | Combinational (mW) |
|---|---|---|---|
| after CTS | 0.484 | 0.843 | 0.514 |
| after global routing | 0.517 | 0.870 | 0.613 |
| final | 0.470 | 0.847 | 0.523 |
No activity file was given, so power comes from the tool's default toggle rates.
